File: ./run.sh
#!/bin/bash
# OpenROAD 26Q1-2900-gdf79404cd8, Yosys 0.63+post, stock flow scripts
make -C /OpenROAD-flow-scripts/flow DESIGN_CONFIG=/design/flow/config.mk WORK_HOME=/design/flow/orfs finish
File: ./config.mk
export PLATFORM = sky130hd
export DESIGN_NAME = synchronizer
export DESIGN_NICKNAME = synchronizer
export VERILOG_FILES = /design/flow/design.v
export SDC_FILE = /design/flow/constraint.sdc
export NUM_CORES = 4
export LEC_CHECK = 1
export CORE_AREA = 10 10 88 88
export DIE_AREA = 0 0 98 98
File: ./constraint.sdc
current_design synchronizer

set clk_period 2.2
set clk_io_pct 0.2

create_clock -name clk0 -period $clk_period [get_ports {clock}]

set non_clock_inputs [all_inputs -no_clocks]
set_input_delay [expr $clk_period * $clk_io_pct] -clock clk0 $non_clock_inputs
set_output_delay [expr $clk_period * $clk_io_pct] -clock clk0 [all_outputs]
File: ./design.v
module synchronizer(input clock, resetn, detect_add,
                    input full0, full1, full2,
                    input [1:0]data_in,
                    input empty0, empty1, empty2,
                    input write_enb_reg,
                    input read_enb0, read_enb1, read_enb2,
                    output reg [2:0]write_enb,
                    output reg fifo_full,
                    output vld_out0, vld_out1,vld_out2,
                    output reg soft_reset0, soft_reset1, soft_reset2);
reg [1:0]fifo_addr;
reg [4:0] count_fifo_0_sft_rst, count_fifo_1_sft_rst, count_fifo_2_sft_rst;
always@(posedge clock)
begin
case (data_in)
    2'b00: fifo_full <= full0;
    2'b01: fifo_full <= full1;
    2'b10: fifo_full <= full2;
    default: fifo_full <= 1'b0;
endcase
end
always@(posedge clock)
begin
 if(!resetn)
  fifo_addr <= 2'b00;
    else if(detect_add)
        fifo_addr <=data_in;
end
assign vld_out0 = ~empty0;
assign vld_out1 = ~empty1;
assign vld_out2 = ~empty2;
always @(*)  
begin
if(write_enb_reg == 1'b0)
    write_enb = 3'b000;
    else 
        begin
            case(fifo_addr)
            2'b00: write_enb = 3'b001;
            2'b01: write_enb = 3'b010;
            2'b10: write_enb = 3'b100;
            default: write_enb = 3'b111;
            endcase
        end
end
always@(posedge clock)
    begin
        if(~resetn)                          
            begin
                count_fifo_0_sft_rst <= 5'b00001;
                soft_reset0 <=0;
            end
            else if (~vld_out0)              
                begin
                    count_fifo_0_sft_rst <= 5'b00001;
                    soft_reset0 <=0;
                end
                else if(read_enb0)           
                    begin
                        count_fifo_0_sft_rst <= 5'b00001;
                        soft_reset0 <=0;
                    end
                        else if(count_fifo_0_sft_rst == 5'd30)
                            begin
                                soft_reset0 <=1;
                                count_fifo_0_sft_rst <=5'b00001;
                            end
                            else 
                                begin   
                                    count_fifo_0_sft_rst <= count_fifo_0_sft_rst + 1'b1;
                                    soft_reset0 <=0;
                                end
    end
always@(posedge clock)
    begin
        if(~resetn)                          
            begin
                count_fifo_1_sft_rst <= 5'b00001;
                soft_reset1 <=0;
            end
            else if (~vld_out1)              
                begin
                    count_fifo_1_sft_rst <= 5'b00001;
                    soft_reset1 <=0;
                end
                else if(read_enb1)           
                    begin
                        count_fifo_1_sft_rst <= 5'b00001;
                        soft_reset1 <=0;
                    end
                        else if(count_fifo_1_sft_rst == 5'd30)
                            begin
                                soft_reset1 <=1;
                                count_fifo_1_sft_rst <=5'b00001;
                            end
                            else 
                                begin   
                                    count_fifo_1_sft_rst <= count_fifo_1_sft_rst + 1'b1;
                                    soft_reset1<=0;
                                end
    end
always@(posedge clock)
    begin
        if(~resetn)                          
            begin
                count_fifo_2_sft_rst <= 5'b00001;
                soft_reset2 <=0;
            end
            else if (~vld_out2)              
                begin
                    count_fifo_2_sft_rst <= 5'b00001;
                    soft_reset2 <=0;
                end
                else if(read_enb2)           
                    begin
                        count_fifo_2_sft_rst <= 5'b00001;
                        soft_reset2 <=0;
                    end
                        else if(count_fifo_2_sft_rst == 5'd30)
                            begin
                                soft_reset2 <=1;
                                count_fifo_2_sft_rst <=5'b00001;
                            end
                            else 
                                begin   
                                    count_fifo_2_sft_rst <= count_fifo_2_sft_rst + 1'b1;
                                    soft_reset2<=0;
                                end
    end
endmodule
==> flow_metrics.tcl <==
# implementation run metrics
set metrics [dict create \
    htree_levels 1 \
    crit_chain "inv_1, ha_1, and2_1, clkdlybuf4s50_1" \
    ctsResizeCount 0 \
    critPathMaxFanout 4 \
    worst_path_max_delay_cell "clkdlybuf4s50_1" \
    drc 0 \
    relSlewSlack 0.772 \
    async_reset_ff_frac 0 \
    cts.clk_slew.worst_paths_ns 0.07 \
    worstSetupPathType "register to output pin" \
    gp_congestion 0.775 \
    die_y_um 98 \
    clkLatencyLatePin_ns 0.25 \
    worstHoldPathType "register to register" \
    hold_viol_final 0 \
    tool_warnings 29 \
    crit_buf_inv 2 \
    r2r-start "count_fifo_2_sft_rst[0]" \
    end_kind "output pin" \
    grt_usage 0.0348 \
    routed_wl_mm 1.70 \
    die-width_um 98 \
    synth-edff-count 0 \
    drt_iter0_drc 28 \
    peakVddDrop_uv 179 \
    routed-via-count 666 \
    setup_viol 0 \
    top_area_cell "dfxtp_1" \
    final_core_util 0.212 \
    finalWorstPathRequiredPeriod_ns 1.99 \
    coreArea_mm2 0.00592 \
    synth_seq_share 0.474 \
    io_buffers 24 \
    slowest_delay_ns 0.47 \
    nFillCells 639 \
    first_pass_iters 3 \
    synthCells 91 \
    antenna_left 0 \
    synthDominantCellAreaShare 0.474 \
    max_cap_viol_count 0 \
    ys_cells 91 \
    synthFlopType "dfxtp_1" \
    drv_slew 0 \
    vias_per_cell 3.45 \
    syn_area_um2 887 \
    cts_tree "built" \
    period_used_share 0.903 \
    cts_root_buffer "clkbuf_8" \
    tightest_slew_ns 0.341 \
    cts_buffers 3 \
    outcome "complete, no violations" \
    hold_path_startpoint "count_fifo_2_sft_rst[0]" \
    fmax_mhz 503 \
    drive_gt1_frac 0.0424 \
    rsz0062_at_grt "no" \
    n_antenna_cell 0 \
    cts_setup_buffers 0 \
    grt_max_degree 12 \
    io_pins 25 \
    synthToLayoutAreaGrowth_pct 41.5 \
    cts_sinks 21 \
    worstPathArrival_ns 1.55 \
    p_leak_nw 0.493 \
    power.density_mw_per_mm2 571 \
    avgSynthCellArea_um2 9.75 \
    startpoint_type "register" \
    cp_top_family "buffers and inverters" \
    ctsHoldBuffers 0 \
    num_rows 28 \
    crit_path_start "fifo_addr[0]" \
    worstPathRequired_ns 1.76 \
    grt_overflow 0 \
    wl_per_cell_um 8.80 \
    grt_pass1_wl_mm 2.93 \
    ys_types 18 \
    chip_area_mm2 0.00960 \
    ys_area_um2 887 \
    grt_pass1_vias 685 \
    setup-tns-final_ns 0 \
    skew_ns 0.00151 \
    fp_util 0.150 \
    common_cells "21 x dfxtp_1, 16 x nor2_1, 9 x nand3_1" \
    ys.flops 21 \
    antenna_found_initial 0 \
    top_cell "dfxtp_1" \
    yosysWarnings 1 \
    hpwl_mm 1.40 \
    yosys-top-cells-area "dfxtp_1 47%, ha_1 11%, nor2_1 6.8%, xor2_1 5.9%, nand3_1 5.1%" \
    cts_max_path_buffers 2 \
]
==> state kept, by name (all words and copies together), names as in the netlist <==
signal / count
count_fifo_0_sft_rst: 5
count_fifo_1_sft_rst: 5
count_fifo_2_sft_rst: 5
fifo_addr: 2
fifo_full: 1
soft_reset0: 1
soft_reset1: 1
soft_reset2: 1
==> metal layers <==
layer | wire (um) | GRT usage | up-vias
met5 | 0 | 0 | -
met4 | 42 | 0.0101 | 0
met3 | 95 | 0.00996 | 2
met2 | 737 | 0.0548 | 15
met1 | 823 | 0.0453 | 295
li1 | - | - | 354
==> layout by cell type, fill, tap and decap left out <==
cell type and count:
and2_1 2, clkbuf_1 1, clkbuf_8 3, clkdlybuf4s50_1 24
dfxtp_1 21, ha_1 8, inv_1 7, mux2i_1 3
nand2_1 2, nand2_2 1, nand3_1 9, nand3b_1 1
nand4_1 5, nor2_1 16, nor2b_1 3, nor3b_4 1
o21a_1 1, o21ai_0 1, xnor2_1 3, xor2_1 6
==> worst paths after layout <==
kind | end | slack (ns) | depth (start not counted)
hold reg to reg | count_fifo_2_sft_rst[0] | 0.44 | 1
setup reg to reg | count_fifo_2_sft_rst[3] | 1.07 | 5
setup / recovery | write_enb[0] | 0.21 | 4
hold / removal | count_fifo_2_sft_rst[0] | 0.44 | 1
==> worst register-to-register path, cell delays in order, from the launching register on <==
cell     delay [ns]
dfxtp_1        0.38
inv_1          0.06
ha_1           0.19
nand4_1        0.13
nand3_1        0.18
nor2_1         0.14
==> area by class of cell <==
class / count / area [um^2] / area share
well taps: 75 / 93.8 / 0.0748
flip-flops and latches: 21 / 420 / 0.335
repair buffers: 24 / 240 / 0.191
clock buffers: 4 / 45.0 / 0.0359
multi-input cells: 62 / 429 / 0.342
inverters: 7 / 26.3 / 0.0209
==> where the power goes <==
part           leakage, nW  internal [W]  switching [W]
Combinational        0.300     0.0000501      0.0000242
Sequential           0.171      0.000389     0.00000739
Clock               0.0228      0.000129       0.000117
Total                0.493      0.000568       0.000149
==> logic make-up after synthesis <==
group / synth area share
AND/OR/NAND/NOR: 0.234
XOR/XNOR: 0.0889
AND-OR/OR-AND: 0.0141
flip-flops: 0.474
adder cells (fa/ha/maj): 0.113
multiplexers: 0.0339
buffers and inverters: 0.0423
==> through the flow <==
stage               cell area [um^2]  setup WS, ns  hold slack (ns)  std cells  total power [W]
finish                          1250         0.212            0.437        193         0.000717
detailed placement              1210         0.237            0.422        189         0.000481
floorplan                        887         0.987            0.398         91         0.000432
global placement                1210         0.247            0.419        189         0.000481
global route                    1250        0.0946            0.456        193         0.000751
CTS                             1250         0.181            0.440        193         0.000725
Power and IR drop assume default switching activity.
