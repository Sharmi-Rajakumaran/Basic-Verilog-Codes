==> ./design.v <==
module fifo16x9(input clock, resetn, write_enb, read_enb, soft_reset, lfd_state, 
                input [7:0] data_in, 
                output empty, full, 
                output reg [7:0]data_out);
reg [8:0]mem[0:15];          
reg [6:0] fifo_counter;      
reg [4:0]rd_pt, wr_pt;
integer i;
always@(posedge clock)
    begin
            if(!resetn)
                begin
                        rd_pt <= 5'b0;
                        wr_pt <=5'b00;
                end
                else if (soft_reset)
                    begin
                        rd_pt <=5'b0;
                        wr_pt <=5'b0;
                    end
                else
                    begin   
                        if(!full && write_enb)
                            wr_pt <=wr_pt +1;
                            else
                             wr_pt <= wr_pt;
                        if(!empty && read_enb)
                            rd_pt <= rd_pt +1;
                            else 
                            rd_pt <= rd_pt;
                    end
    end 
always @(posedge clock)
begin
    if(resetn)    
        fifo_counter <= 5'b0;
        else if(soft_reset)
            fifo_counter <=5'b0;
                else if (read_enb & ~empty)
                    begin
                        if(mem[rd_pt[3:0]][8] <=1'b1)
                            fifo_counter <= mem[rd_pt[3:0]][7:2] + 1'b1; 
                        else if (fifo_counter!=0)
                            fifo_counter <= fifo_counter - 1'b1;
                    end
end
always @(posedge clock)
    begin
        if(!resetn)
            data_out <=8'b0;
            else if(soft_reset)
            data_out <=8'bz;
            else if (fifo_counter == 0)
                data_out <=8'bz;
                else if(read_enb&& ~empty)
                    data_out <= mem[rd_pt[3:0]];
    end
always@(posedge clock)
    begin
    if(!resetn)
        begin
            for (i=0; i<16; i = i+1)
            mem[i] = 0;
        end
        else if(soft_reset)
            begin   
                for(i=0;i<16; i = i+1)
                mem[i] = 0;
            end
            else if(write_enb && !full)
            begin
                {mem[wr_pt[3:0]][8], mem[wr_pt[3:0]][7:0]}  <= {lfd_state, data_in};
            end
    end
assign full = (wr_pt=={~rd_pt[4],rd_pt[3:0]})?1'b1:1'b0;
assign empty = (wr_pt == rd_pt) ? 1'b1: 1'b0;
endmodule
==> ./run.sh <==
#!/bin/bash
# OpenROAD 26Q1-2900-gdf79404cd8, Yosys 0.63+post, stock flow scripts
make -C /OpenROAD-flow-scripts/flow DESIGN_CONFIG=/design/flow/config.mk WORK_HOME=/design/flow/orfs finish
==> ./config.mk <==
export PLATFORM = sky130hd
export DESIGN_NAME = fifo16x9
export DESIGN_NICKNAME = fifo16x9
export VERILOG_FILES = /design/flow/design.v
export SDC_FILE = /design/flow/constraint.sdc
export NUM_CORES = 4
export LEC_CHECK = 1
export CORE_UTILIZATION = 40
==> ./constraint.sdc <==
current_design fifo16x9

set clk_period 3.7
set clk_io_pct 0.2

create_clock -name clk0 -period $clk_period [get_ports {clock}]

set non_clock_inputs [all_inputs -no_clocks]
set_input_delay [expr $clk_period * $clk_io_pct] -clock clk0 $non_clock_inputs
set_output_delay [expr $clk_period * $clk_io_pct] -clock clk0 [all_outputs]
==> impl_metrics.tcl <==
# yosys + openroad results
set metrics [dict create \
    status "finished, final reports clean" \
    p_leak_nw 3.08 \
    via_count 4000 \
    ios 24 \
    grt_pass1_vias 4089 \
    synth_seq_share 0.618 \
    critPathLaunchType "flip-flop" \
    cp_data_required_time_ns 2.96 \
    syn_inst 501 \
    grt_max_degree 22 \
    cp_data_arrival_time_ns 2.03 \
    fin_hold_ws_ns 0.463 \
    h-tree-depth 4 \
    rsz0062_at_grt "false" \
    post_cts_buffers 0 \
    period_minus_slack_ns 2.77 \
    avgRoutedWirePerCell_um 19.9 \
    port_buffers 22 \
    drive_gt1_frac 0.171 \
    numCtsBuffers 17 \
    clk_pin_slew_ns 0.06 \
    total_power_mw 4.06 \
    p_per_area_nw_per_um2 487 \
    async_reset_ff_frac 0 \
    postCtsHoldBufs 0 \
    setup_viol 0 \
    cts_resized 0 \
    drv_slew 0 \
    antenna_cells 0 \
    max_freq_mhz 361 \
    lay_top_cells "and2_1 (128), edfxtp_1 (128), mux4_2 (36)" \
    die.size.y_um 136 \
    vdd_ir_drop_max_mv 0.269 \
    fin_tns_setup_ns 0 \
    ys_warn_count 3 \
    ant_nets 0 \
    nFillCells 1452 \
    clock.latency.late_pin_ns 0.42 \
    first_pass_iters 4 \
    overflow 0 \
    initCoreUtil 0.412 \
    drv_cap 0 \
    gp_congestion 0.848 \
    ys_area_um2 7160 \
    area_delta_synth_final_pct 16.3 \
    synthDistinctLibCells 36 \
    hp-class "reg -> reg" \
    hold_viol_final 0 \
    drt_wl_total_mm 15.4 \
    cts-root-buf "clkbuf_16" \
    dp_hpwl_mm 10.6 \
    antenna_found_initial 0 \
    grt_usage 0.192 \
    dp.cells 745 \
    clock_path_buffers 2 \
    cts_tree "yes" \
    drc 0 \
    ff_type "edfxtp_1" \
    final_area_um2 8320 \
    clock-sinks 157 \
    fp-row-count 48 \
    stdcell_count 776 \
    drt_first_iter_violations 270 \
    chipWidth_um 136 \
    netlist_area_um2 7160 \
    die-area_um2 18400 \
    vias_per_cell 5.15 \
    synth-edff-count 128 \
    fin_crit_sh 0.748 \
    avgSynthCellArea_um2 14.3 \
    grt_pass1_wl_mm 23.9 \
    postPlaceCellArea_um2 7700 \
    warnings 29 \
    worstPathMaxFanout 11 \
    ys_cells 501 \
    yosys_register_bits 157 \
    worst_slew_pin_slew_ns 0.799 \
    worstSetupPathType "reg -> out" \
    core_um2 17400 \
    max_slew_margin 0.467 \
    cp-end-kind "output port" \
    skew_ns 0.00719 \
]
power breakdown:
group	internal [mW]	switching [mW]	leakage, nW	total [mW]
registers	1.97	0.0273	1.66	2.00
clock network	1.18	0.675	0.293	1.86
logic	0.0871	0.110	1.12	0.197
synthesized netlist by cell type, types with 2 or more instances:
| cell | count | area (um2) |
|---|---|---|
| buf_6 | 2 | 22.5 |
| nand4_1 | 5 | 31.3 |
| ha_1 | 6 | 75.1 |
| a21oi_1 | 3 | 15.0 |
| nand3_1 | 10 | 50.1 |
| dfxtp_1 | 29 | 581 |
| xor2_1 | 10 | 87.6 |
| clkbuf_1 | 12 | 45.0 |
| and2_1 | 128 | 801 |
| buf_4 | 5 | 37.5 |
| inv_1 | 3 | 11.3 |
| o21ai_0 | 13 | 65.1 |
| edfxtp_1 | 128 | 3840 |
| buf_2 | 5 | 25.0 |
| nand2_1 | 8 | 30.0 |
| xnor2_1 | 8 | 70.1 |
| nor2b_1 | 11 | 68.8 |
| mux4_2 | 36 | 811 |
| nor3_1 | 7 | 35.0 |
| nand2b_1 | 7 | 43.8 |
| a22oi_1 | 2 | 15.0 |
| o21a_1 | 2 | 15.0 |
| nor2_1 | 32 | 120 |
| mux2i_1 | 16 | 160 |
| buf_1 | 2 | 7.51 |
flip-flops by register name, summed over array words and instances (netlist names), named ones only:
name and flops:
mem 128, data_out 8, wr_pt 5, fifo_counter 7
rd_pt 5
critical path: stages (launching register included):
cell             delay [ns]
dfxtp_1                0.63
xnor2_1                0.17
nand4_1                0.21
nor2_1                 0.14
clkdlybuf4s50_1        0.47
final timing paths:
kind / endpoint / depth (start not counted) / slack, ns / from
max: full / 4 / 0.93 / wr_pt[2]
min: fifo_counter[5] / 2 / 0.46 / fifo_counter[5]
max reg2reg: fifo_counter[5] / 7 / 0.99 / flip-flop
min reg2reg: fifo_counter[5] / 2 / 0.46 / fifo_counter[5]
logic make-up (layout without fill, tap and decap cells):
logic type | after synthesis | in the layout | share of synthesized area
flip-flops | 157 | 157 | 0.618
adder cells (fa/ha/maj) | 6 | 6 | 0.0105
multiplexers | 52 | 52 | 0.136
AND/OR/NAND/NOR | 210 | 210 | 0.167
buffers and inverters | 31 | 81 | 0.0220
AND-OR/OR-AND | 27 | 27 | 0.0248
XOR/XNOR | 18 | 18 | 0.0220
metal layers:
layer | GRT usage | part of all wire
met1 | 0.270 | 0.41
met2 | 0.297 | 0.48
met3 | 0.0928 | 0.099
met4 | 0.0206 | 0.010
met5 | 0 | 0
metrics by stage:
step                      utilization  worst slack [ns]
after global routing            0.480             0.704
final                           0.480             0.934
after floorplan                     -              1.27
after detailed placement        0.443             0.642
after global placement          0.443             0.652
after CTS                       0.480             0.896
area by class of cell:
class	instances	area, um2	share of cell area
clock inverter	13	198	0.0238
multi-input combinational	313	2570	0.309
inverter	4	15.0	0.00180
clock buffer	18	429	0.0516
sequential	157	4430	0.532
timing repair buffer	46	400	0.0481
tap	225	282	0.0338
No activity file was given, so power comes from the tool's default toggle rates.
